--- flow/run.sh ---
#!/bin/bash
# OpenROAD 26Q1-2900-gdf79404cd8, Yosys 0.63+post, stock flow scripts
make -C /OpenROAD-flow-scripts/flow DESIGN_CONFIG=/design/flow/config.mk WORK_HOME=/design/flow/orfs finish
--- flow/config.mk ---
export PLATFORM = sky130hd
export DESIGN_NAME = async_fifo
export DESIGN_NICKNAME = async_fifo
export VERILOG_FILES = /design/flow/design.v
export SDC_FILE = /design/flow/constraint.sdc
export NUM_CORES = 4
export LEC_CHECK = 1
export CORE_UTILIZATION = 50
--- flow/constraint.sdc ---
current_design async_fifo

set clk_period 3.6
set clk_io_pct 0.2

create_clock -name clk0 -period $clk_period [get_ports {r_clk}]
create_clock -name clk1 -period $clk_period [get_ports {w_clk}]

set non_clock_inputs [all_inputs -no_clocks]
set_input_delay [expr $clk_period * $clk_io_pct] -clock clk0 $non_clock_inputs
set_output_delay [expr $clk_period * $clk_io_pct] -clock clk0 [all_outputs]
--- flow/design.v ---
`timescale 1ns / 1ps
`default_nettype none
module async_fifo
    #(  parameter DW  = 4,
        parameter AW  = 4 ) 
    (   input wire              w_clk,
        input wire              w_rstn,
        input wire              w_en,
        input wire [DW-1:0]     i_dat,
        output reg              w_almost_full,
        output reg              w_full,
        input wire              r_clk, 
        input wire              r_rstn,
        input wire              r_en,
        output wire [DW-1:0]    o_dat,
        output reg              r_almost_empty, 
        output reg              r_empty
    );
    localparam AF = (1 << AW) - 4;
    wire [AW - 1 : 0] waddr;               
    wire [AW     : 0] wgraynext;          
    wire [AW     : 0] wbinnext;
    wire              wfull_val;
    wire              walmost_full_val;
    reg [AW: 0] wbin;                      
    reg [AW: 0] wptr;                      
    reg [AW: 0] wq1_rptr;
    reg [AW: 0] wq2_rptr; 
    initial { wq2_rptr, wq1_rptr }  = 0;
    initial { wbin, wptr } = 0;
    initial w_full = 0;
    wire [AW - 1 :0] raddr;                
    wire [AW     :0] rgraynext;
    wire [AW     :0] rbinnext; 
    wire             rempty_val;
    wire             ralmost_empty_val;
    reg [AW      :0] rbin;                 
    reg [AW      :0] rptr;                 
    reg [AW      :0] rq1_wptr;            
    reg [AW      :0] rq2_wptr;
    initial { rq2_wptr, rq1_wptr } = 0;
    initial { rbin, rptr } = 0;
    initial r_empty = 1'b1; 
    reg [DW-1:0] mem [0:((1<<AW)-1)]; 
    assign o_dat = mem[raddr]; 
    always @(posedge w_clk)
        if((w_en) && (!w_full)) 
            mem[waddr] <= i_dat; 
    always @(posedge r_clk or negedge r_rstn)
        begin
            if(!r_rstn) {rq2_wptr, rq1_wptr} <= 0;
            else        {rq2_wptr, rq1_wptr} <= {rq1_wptr, wptr}; 
        end 
    always @(posedge r_clk or negedge r_rstn)
        begin
            if(!r_rstn) {rbin, rptr} <= 0;
            else        {rbin, rptr} <= {rbinnext, rgraynext}; 
        end 
    assign raddr     =  rbin[AW-1:0];  
    assign rbinnext  =  rbin + { {(AW){1'b0}}, (r_en && (!r_empty)) };
    assign rgraynext = (rbinnext >> 1) ^ rbinnext; 
    always @(posedge r_clk or negedge r_rstn)
        begin
            if(!r_rstn) r_empty <= 1'b1;
            else        r_empty <= rempty_val; 
        end 
    assign rempty_val = (rq2_wptr == rgraynext); 
   wire [AW :0] rq2_wptr_bin;  
   wire [AW :0] rbin_wbin_diff;
   assign rq2_wptr_bin[AW] = rq2_wptr[AW]; 
   generate
        genvar k;
        for(k = AW - 1; k >= 0; k = k - 1)        
            begin
                assign rq2_wptr_bin[k] = rq2_wptr_bin[k+1] ^ rq2_wptr[k];
            end
        endgenerate
   assign rbin_wbin_diff     = (rbinnext > rq2_wptr_bin) ? (rq2_wptr_bin - rbinnext 
                                                              + (1 << (AW+1)))
                                                            : (rq2_wptr_bin - rbinnext);
   assign ralmost_empty_val  = (rbin_wbin_diff <= 4);
   always @(posedge r_clk or negedge r_rstn)
       begin
           if(!r_rstn)  r_almost_empty <= 1'b1;
           else         r_almost_empty <= ralmost_empty_val;
       end
    always @(posedge w_clk or negedge w_rstn)
        begin
            if(!w_rstn) {wq2_rptr, wq1_rptr} <= 0;
            else        {wq2_rptr, wq1_rptr} <= {wq1_rptr, rptr}; 
        end  
    always @(posedge w_clk or negedge w_rstn)
        begin
            if(!w_rstn) {wbin, wptr} <= 0;
            else        {wbin, wptr} <= {wbinnext, wgraynext}; 
        end
    assign waddr     = wbin[AW-1:0];
    assign wbinnext  = wbin + { {(AW){1'b0}}, (w_en && (!w_full)) };
    assign wgraynext = (wbinnext >> 1) ^ wbinnext; 
    always @(posedge w_clk or negedge w_rstn)
        begin
            if(!w_rstn) w_full <= 1'b0;
            else        w_full <= wfull_val; 
        end 
    assign wfull_val = (wgraynext == {~wq2_rptr[AW:AW-1], 
                                    wq2_rptr[AW-2:0]});  
    wire [AW :0] wq2_rptr_bin;  
    wire [AW :0] wbin_rbin_diff;
    assign wq2_rptr_bin[AW] = wq2_rptr[AW]; 
    generate 
        genvar j;
        for(j = AW - 1; j >= 0; j = j - 1)
            begin
                assign wq2_rptr_bin[j] = wq2_rptr_bin[j+1] ^ wq2_rptr[j]; 
            end 
        endgenerate 
    assign wbin_rbin_diff  = (wbinnext > wq2_rptr_bin) ? (wbinnext - wq2_rptr_bin) 
                                                        : (wbinnext - wq2_rptr_bin
                                                           + (1 << (AW+1))); 
    assign walmost_full_val = (wbin_rbin_diff >=  AF);
    always @(posedge w_clk or negedge w_rstn)
       begin
           if(!w_rstn) w_almost_full <= 1'b0; 
           else        w_almost_full <= walmost_full_val;
       end                                                                                               
endmodule
==> summary.rpt <==
==== FLOW RESULTS ====
----------------------------------------------------
[CTS]
  Quantity of gates resized following cts ........................ 0
  CTS tree ........................ yes
  # hold bufs at CTS ........................ 0
  Post-CTS setup buffer count ........................ 0
  Total number of clock tree sinks ........................ 106
  Clock transition at the register clock pins on the worst setup and hold paths after CTS ........................ 0.09 ns

[Die]
  Core Box Area ........................ 8340 um2
  Die y size ........................ 95.7 um
  Number of primary I/O pins ........................ 18
  Die Span X ........................ 95.7 um
  Share of the core filled by cells before placement ........................ 52.7%
  Number of rows in the core area ........................ 33
  Area of the die ........................ 9160 um2

[Setup path]
  Slowest stage cell on the critical path ........................ sky130_fd_sc_hd__dfrtp_1
  Data arrival time of the critical path ........................ 2.55 ns
  Data required time of the critical path ........................ 2.88 ns
  Slack of the worst reg-to-reg path ........................ 0.69 ns
  Endpoint class of the critical path ........................ primary output
  Path depth of the worst reg2reg path ........................ 11
  Launching element type of the critical path ........................ flop
  Maximum cell stage delay along the critical path ........................ 0.90 ns
  Buffers and inverters on the worst path ........................ 1
  Timing endpoint of the critical path ........................ o_dat[1]
  Stages on worst setup path ........................ 3
  Cells along the critical path ........................ mux4_2, mux4_2, clkdlybuf4s50_1
  Biggest fanout along the worst timing path ........................ 18
  Capture instance of the worst register-to-register path ........................ w_almost_full
  Worst setup path startpoint ........................ rbin[1]
  Reg2Reg Launch Point ........................ wq2_rptr[4]
  Cell type with the highest occurrence count on the critical path ........................ sky130_fd_sc_hd__mux4_2
  Worst setup path class ........................ reg -> out
  CP top delay family ........................ multiplexers

[Logic synthesis]
  Area leader, netlist ........................ sky130_fd_sc_hd__edfxtp_1
  Area share of the leading cell type in the synthesized netlist ........................ 43.8%
  Synthesis warning total ........................ 1
  Ys cells ........................ 267
  Netlist cell types ........................ 41
  Portion of the post-synthesis area used by sequential elements ........................ 67.7%
  Most used flip-flop cell after synthesis ........................ sky130_fd_sc_hd__edfxtp_1
  Avg Synthesized Cell Area ........................ 16.4 um2
  Cell types occupying the most area after synthesis ........................ sky130_fd_sc_hd__edfxtp_1, sky130_fd_sc_hd__dfrtp_1, sky130_fd_sc_hd__mux4_2, sky130_fd_sc_hd__xnor2_1, sky130_fd_sc_hd__ha_1
  Flop and latch count out of synthesis ........................ 106
  Post-Synthesis Cells ........................ 267
  Synthesized area ........................ 4390 um2
  Chip area estimate from yosys synthesis ........................ 4390 um2
  Count of flip-flops with a built-in enable after synthesis ........................ 64
  Synth async-reset ratio ........................ 39.6%

[Routing]
  Number of antenna repair diodes ........................ 0
  Routed wirelength normalized by instance count ........................ 18.5 um
  Number of remaining DRC errors ........................ 0
  Routed Wire Length ........................ 7460 um
  Drt via density ........................ 5.42
  Remaining antenna violation count ........................ 0
  Initial DRC count ........................ 85
  Iteration count of the initial detailed-routing pass ........................ 4
  Vias post-DR ........................ 2,186

[Power and ir drop]
  Areal power density over the cells ........................ 1060 nW/um2
  Maximum VDD drop ........................ 0.741 mV
  Reported leakage power ........................ 0.00181 uW

[Finish]
  Final standard cell area without fillers ........................ 4940 um2
  Fraction of layout instances using a drive strength above 1 ........................ 17.1%
  Area used by sequential logic in the layout ........................ 2980 um2
  Area growth syn-to-layout ........................ 12.5%
  Multi-input logic area ........................ 1320 um2
  Filler instances ........................ 653

[Timing]
  Total Negative Setup Slacks ........................ 0 ns
  Crit path setup slack, layout ........................ 0.331 ns
  Number of max-slew violations in the final report ........................ 0
  Unrepaired setup endpoints after global routing ........................ false
  Transition time at the pin with the least slew margin ........................ 0.846 ns
  Number of failing hold endpoints at the final stage ........................ 0
  Setup violation total in the final timing report ........................ 0
  Remaining max-slew budget at the tightest pin ........................ 43.6%
  Clock tree skew after final layout ........................ 0.0116 ns

[Placement]
  Routability Congestion ........................ 0.815
  Post-detailed-placement cell area ........................ 4660 um2
  Worst slack at placement ........................ 0.372 ns
  Post-DP HPWL ........................ 5080 um
  Port buffer count ........................ 16

[Global routing]
  Vias in the first global route ........................ 2,274
  Pin count of the biggest net entering global routing ........................ 22
  Initial antenna violation count ........................ 0
  Global route total overflow ........................ 0
  Wire length of the first global-routing pass ........................ 11,800 um
  Overall fraction of global-route tracks in use ........................ 19.6%

[Hold path]
  Hold/Removal Path Class ........................ reg -> reg

[Run]
  Max-cap violations ........................ 0
  Total number of warnings across the stage logs ........................ 28

[Outcome]
  Result of the run ........................ finished clean

----------------------------------------------------
-- metrics by stage --
stage	total power (uW)	util [%]	hold slack, ns	instances
after global routing	5660	59.2	0.305	403
after detailed placement	4340	55.9	0.335	383
after floorplan	3770	-	0.331	267
final	5240	59.2	0.300	403
after global placement	4330	55.9	0.332	383
after CTS	5300	59.2	0.283	403
-- cells in the mapped netlist (2+ instances only) --
cell,number
sky130_fd_sc_hd__a21oi_1,3
sky130_fd_sc_hd__a31oi_1,2
sky130_fd_sc_hd__buf_2,4
sky130_fd_sc_hd__clkbuf_1,3
sky130_fd_sc_hd__dfrtp_1,40
sky130_fd_sc_hd__dfstp_2,2
sky130_fd_sc_hd__edfxtp_1,64
sky130_fd_sc_hd__ha_1,9
sky130_fd_sc_hd__inv_1,14
sky130_fd_sc_hd__mux4_2,20
sky130_fd_sc_hd__nand2_1,9
sky130_fd_sc_hd__nand2b_1,4
sky130_fd_sc_hd__nand3_1,8
sky130_fd_sc_hd__nor2_1,20
sky130_fd_sc_hd__nor3_1,7
sky130_fd_sc_hd__o211ai_1,2
sky130_fd_sc_hd__o21ai_0,2
sky130_fd_sc_hd__xnor2_1,20
sky130_fd_sc_hd__xor2_1,12
-- layer usage --
layer	share of wire [%]	vias up	track usage (%)
met5	0	-	0
met4	1.7	0	2.49
met3	8.2	11	8.51
met2	42	74	24.9
met1	48	1073	36.4
li1	-	1028	-
-- layout by cell type (no fill, tap or decap), types with 4 or more instances in the layout --
| cell type | n |
|---|---|
| sky130_fd_sc_hd__nor3_1 | 7 |
| sky130_fd_sc_hd__nand3_1 | 8 |
| sky130_fd_sc_hd__xor2_1 | 12 |
| sky130_fd_sc_hd__nor2_1 | 20 |
| sky130_fd_sc_hd__mux4_2 | 20 |
| sky130_fd_sc_hd__clkdlybuf4s50_1 | 16 |
| sky130_fd_sc_hd__nand2_1 | 9 |
| sky130_fd_sc_hd__ha_1 | 9 |
| sky130_fd_sc_hd__edfxtp_1 | 64 |
| sky130_fd_sc_hd__xnor2_1 | 20 |
| sky130_fd_sc_hd__inv_1 | 14 |
| sky130_fd_sc_hd__clkbuf_8 | 12 |
| sky130_fd_sc_hd__dfrtp_1 | 40 |
| sky130_fd_sc_hd__nand2b_1 | 4 |
-- area by class of cell --
type / count / share of cell area, %
repair buffers: 19 / 3.70
well taps: 105 / 2.66
multi-input cells: 139 / 26.7
inverters: 14 / 1.06
clock buffers: 12 / 3.34
clock inverters: 8 / 2.25
flip-flops and latches: 106 / 60.2
-- worst min-delay path by stage --
stage	end	cells after the start	slack (ns)	from
after CTS	wq1_rptr[1]	0	0.28	rptr[1]
after global routing	wq1_rptr[0]	0	0.31	rptr[0]
final	wq1_rptr[1]	0	0.30	rptr[1]
-- cell families after synthesis --
| logic type | Yosys count | synth area share [%] |
|---|---|---|
| compound gates | 18 | 3.05 |
| xor+xnor | 35 | 7.66 |
| fa+ha+maj | 11 | 3.25 |
| buf+inv | 22 | 2.17 |
| flops | 106 | 67.7 |
| mux | 20 | 10.3 |
| simple gates | 55 | 5.87 |
-- report_power, final --
group | leakage, uW | internal (uW) | switching [uW] | total [uW]
sequential | 0.00107 | 1620 | 258 | 1880
combinational | 0.000603 | 1230 | 1220 | 2450
clock | 0.000135 | 480 | 431 | 911
total | 0.00181 | 3330 | 1910 | 5240
-- state kept, by name, summed over array words and instances (netlist names) --
register        flops
r_empty             1
rq2_wptr            5
mem                64
rbin                5
w_full              1
rq1_wptr            5
wq1_rptr            5
wptr                4
r_almost_empty      1
rptr                4
wbin                5
wq2_rptr            5
w_almost_full       1
Power figures rest on the tool's default switching activity, not on a simulated workload.
